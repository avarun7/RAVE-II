--- flow/run.sh ---
#!/bin/bash
# OpenROAD 26Q1-2900-gdf79404cd8, Yosys 0.63+post, stock flow scripts
make -C /OpenROAD-flow-scripts/flow DESIGN_CONFIG=/design/flow/config.mk WORK_HOME=/design/flow/orfs finish
--- flow/constraint.sdc ---
current_design directory_data_store

set clk_period 60.8
set clk_io_pct 0.2

create_clock -name clk0 -period $clk_period [get_ports {clk}]

set non_clock_inputs [all_inputs -no_clocks]
set_input_delay [expr $clk_period * $clk_io_pct] -clock clk0 $non_clock_inputs
set_output_delay [expr $clk_period * $clk_io_pct] -clock clk0 [all_outputs]
--- flow/design.v ---
module directory_data_store #(parameter CL_SIZE = 4,  IDX_CNT = 512) (
    input clk,
    input rst,
    input [2:0] operation,
    input [$clog2(IDX_CNT)-1:0] idx,
    input [CL_SIZE*8-1:0]cl_in_wb,
    input [$clog2(IDX_CNT)-1:0] idx_in_wb,
    input alloc,
    input st_fwd,
    output reg[CL_SIZE*8-1:0] cl_lines_out  
);
reg [CL_SIZE*8-1:0] data_store[IDX_CNT-1:0];
genvar i;
for(i = 0; i < IDX_CNT; i = i +1 ) begin : init_ts
    initial begin 
        data_store[i] = 0;
    end
end
always @(posedge clk) begin
    if(rst) begin
    end
    else begin
        if(operation != 0) begin
            cl_lines_out <= st_fwd && alloc ? cl_in_wb : data_store[idx];
        end
        if(alloc) begin
            data_store[idx_in_wb] <= cl_in_wb;
        end
    end
end
endmodule
--- flow/config.mk ---
export PLATFORM = sky130hd
export DESIGN_NAME = directory_data_store
export DESIGN_NICKNAME = directory_data_store
export VERILOG_FILES = /design/flow/design.v
export SDC_FILE = /design/flow/constraint.sdc
export NUM_CORES = 4
export LEC_CHECK = 1
export CORE_UTILIZATION = 30
export SYNTH_MEMORY_MAX_BITS = 65536
==> impl_metrics.toml <==
# implementation run metrics
[status]
run_status = "complete, but fails checks"
violations = "max-capacitance violations, max-slew violations"

[finish]
syn_to_final_growth_pct = 15.9
lay_top_cells = "16400 x edfxtp_1, 3964 x mux4_2, 1753 x buf_4"
layout_top_cell = "edfxtp_1"
nFillCells = 188000
drive_gt1_share_pct = 29.0

[synth]
netlist.area_leader.share_pct = 78.3
postSynthAreaPerCell_um2 = 22.9
synth.cellmix.compoundShare_pct = 2.29
yosysWarnings = 1
syn_inst = 27500
synth-edff-count = 16400
postSynthSeqShare_pct = 78.3
yosys.area_share.simple_pct = 1.33
yosys-stat-cells = 27500
logic_family = "multiplexers"
synth-main-ff-cell = "edfxtp_1"
synth_xor_xnor_area_share_pct = 0
async_flop_share_pct = 0
ys_types = 76
synth.ff_latch_count = 16400
fa_ha_area_share_pct = 0
yosys_area_um2 = 630000
top_area_cell = "edfxtp_1"
yosys-top-cells-area = "edfxtp_1 78%, mux4_2 14%, mux2i_1 2.3%"
mux_share_pct = 16.5
synthesis.area_um2 = 630000

[setup_path]
cpLargestDelayFamily = "buffers and inverters"
reg2reg_slack_ps = 55770
reg2reg_depth = 9
r2r-start = "data_store[437][19]"
r2r-end = "cl_lines_out[19]"
slowest_delay_ps = 720
path_cells = "buf_16 -> buf_4 -> buf_4 -> buf_4 -> buf_4 -> buf_4 -> buf_4 -> buf_4 -> buf_4 -> mux4_2 -> a21oi_1 -> o21ai_0 -> buf_4 -> a21oi_1 -> buf_4 -> nor2_1 -> a211oi_2 -> buf_4 -> o22ai_1"
worstPathArrival_ps = 20760
crit_type = "primary input to flip-flop"
crit_buf_inv = 12
critical_path.max_fanout = 54
crit_end = "cl_lines_out[1]"
cpMaxStageDelayCell = "buf_4"
crit_path_frequent_cell = "buf_4"
critPathCaptureType = "flip-flop"
cp_num_cells = 19
crit_start = "idx[0]"
crit_path_start_kind = "primary input"
required_ps = 61820

[detailed_routing]
vias = 306000
finalWirelength_um = 1940000
wl_per_cell_um = 32.9
vias_per_cell = 5.21
drt_pass1_iterations = 8
drt_iter0_drc = 21200
ant_nets = 0
drc = 0

[floorplanning]
fp_util_pct = 30.1
rows = 531
die_w_um = 1450
die_area_um2 = 2100000
num_io_pins = 89
die_h_um = 1450
design.core.area_um2 = 2090000

[power_and_ir_drop]
irDropWorstVdd_v = 0.0000288
switching_share_pct = 21.3
power_leakage_nw = 224
p_per_area_nw_per_um2 = 32.9
p_comb_share_pct = 5.3
internal-power_w = 0.0189
total_power_w = 0.0240
switchingPower_w = 0.00511
pwr-share-seq_pct = 52.0
pwr-share-clk_pct = 42.7

[global_routing]
antenna_found_initial = 147
grt_pass1_vias = 339000
grt_max_degree = 120
grt_use_total_pct = 19.5
grt_pass1_wl_um = 2650000
grt-ovfl-total = 0

[clocking]
clock-sinks = 16400
clk_path_buf_depth = 6
post_cts_buffers = 0
cts.clk_slew.worst_paths_ps = 60
htree_levels = 7
cts_root_buf = "clkbuf_16"
clk_latency_ps = 1350
cts_resized = 0
numCtsBuffers = 1705
ctsHoldBuffers = 0
cts_tree = "done"

[placed_design]
io_buffers = 88
hpwlAfterDp_um = 1140000
place_congestion = 0.915

[sta]
finalClockPeriodUsage_pct = 32.5
finClkSkew_ps = 99.9
tightest_slew_ps = 1700
max-slew-margin-rel_pct = -13.1
rsz0062_at_grt = "no"
finalHoldWorstSlack_ps = 1060
tns_ps = 0
setup_viol = 0
fmax_mhz = 50.7
period_needed_ps = 19740
hold_viol_final = 0
report.final.slew_viol_count = 1

[run]
warnings = 55
drv_cap = 1

[worst_hold_path]
worstHoldPathType = "flip-flop to flip-flop"
sequential cells by signal, indices dropped and copies added (netlist names):
register and cells:
data_store 16384, cl_lines_out 32
per-layer routing:
| layer | vias up | share of wire, % | track usage, % |
|---|---|---|---|
| li1 | 122000 | - | - |
| met1 | 153000 | 26 | 16.3 |
| met2 | 27200 | 44 | 27.3 |
| met3 | 4093 | 24 | 21.9 |
| met4 | 278 | 5.1 | 7.80 |
| met5 | - | 0.81 | 5.98 |
power by group through the flow:
stage	Clock [W]	Combinational, W	Sequential (W)
CTS	0.0104	0.00126	0.0125
global route	0.0108	0.00134	0.0125
finish	0.0102	0.00128	0.0125
metrics by stage:
| stage | util (%) | setup slack (ps) | cells | area (µm²) |
|---|---|---|---|---|
| after floorplan | - | 45800 | 27500 | 630000 |
| after global placement | 32.2 | 39720 | 55500 | 674000 |
| after detailed placement | 32.3 | 39690 | 55500 | 675000 |
| after CTS | 34.9 | 41070 | 58600 | 729000 |
| after global routing | 34.9 | 40720 | 58700 | 730000 |
| final | 34.9 | 41060 | 58800 | 730000 |
worst min path at each step:
| stage | startpoint | end | slack (ps) | depth (start not counted) |
|---|---|---|---|---|
| 6_report | data_store[143][17] | cl_lines_out[17] | 1060 | 5 |
| 5_1_grt | data_store[143][17] | cl_lines_out[17] | 1130 | 5 |
| 4_1_cts | data_store[143][17] | cl_lines_out[17] | 1070 | 5 |
cells in the mapped netlist (7+ instances only):
master,instances
mux2i_1,1417
nand4_1,35
o21ai_0,242
nand2b_1,11
mux2_2,45
buf_1,113
nor3_1,113
buf_6,261
o2111ai_1,16
o221ai_1,514
and3_1,38
nor2_1,762
o21a_1,8
a22oi_1,58
buf_8,27
clkbuf_1,631
a211o_1,7
o31ai_1,20
o211ai_1,45
or3_1,11
a221oi_1,68
buf_4,247
nor2b_1,21
nand2_1,723
a211oi_1,86
o22ai_1,379
mux4_2,3964
a21oi_1,392
a2111oi_0,32
a22o_1,8
buf_2,328
a311oi_1,22
nor4_1,29
edfxtp_1,16400
and2_1,51
nand3_1,159
a31oi_1,71
o311ai_0,13
a32oi_1,25
worst register-to-register path, cell delays in order, from the launching register on:
cell      delay, ps
edfxtp_1        330
mux4_2          230
mux2_2          150
a21oi_1         150
a21oi_1         820
nand4_1        1210
a211oi_1       1330
nor3_1          270
buf_4           230
o211ai_1        180
logic make-up after synthesis:
family	Yosys count
simple gates	1982
buf+inv	1618
compound gates	2075
mux	5430
flops	16400
cell type report:
type / count / area [µm²] / area share [%]
sequential: 16400 / 493000 / 67.5
timing repair buffer: 1892 / 15200 / 2.08
multi-input combinational: 9487 / 132000 / 18.1
clock inverter: 1013 / 9930 / 1.36
inverter: 8 / 66.3 / 0.00909
tap: 27700 / 34700 / 4.75
clock buffer: 2029 / 44500 / 6.09
antenna: 247 / 618 / 0.0847
Power and IR drop assume default switching activity.
