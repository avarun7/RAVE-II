[/design/flow/design.v]
module ras #(parameter XLEN=32, parameter DEPTH=128)(
    input clk, rst, valid_in,
    input              push,
    input              pop,
    input [XLEN-1:0]  data_in,
    output reg [XLEN-1:0]  result,
    output reg             empty,
    output reg             full,
    output reg             valid_out
);
reg [XLEN-1:0]        stack [0:DEPTH-1];
reg [$clog2(DEPTH):0]  stack_ptr;
always @(posedge clk or posedge rst) begin
    if (rst) begin
        stack_ptr <= 0;
        empty <= 1;
        full <= 0;
    end else begin
        if(valid_in | !(pop & push)) begin
            if (push && !full) begin
                stack[stack_ptr] <= data_in;
                stack_ptr        <= stack_ptr + 1;
                empty            <= 0;
                valid_out <= 0;          
                result <= {XLEN{1'b0}};
                if (stack_ptr == DEPTH - 1) begin    
                    full <= 1;
                end
            end else if (pop && !empty) begin
                result <= stack[stack_ptr - 1];
                stack_ptr <= stack_ptr - 1;
                valid_out <= 1;
                full      <= 0;
                if (stack_ptr == 1) begin
                    empty <= 1;
                end
            end
            else begin
                valid_out <= 0;
                result <= {XLEN{1'b0}};
            end
        end
        else valid_out <= 0;
    end
end
endmodule
[/design/flow/run.sh]
#!/bin/bash
# OpenROAD 26Q1-2900-gdf79404cd8, Yosys 0.63+post, stock flow scripts
make -C /OpenROAD-flow-scripts/flow DESIGN_CONFIG=/design/flow/config.mk WORK_HOME=/design/flow/orfs finish
[/design/flow/config.mk]
export PLATFORM = sky130hd
export DESIGN_NAME = ras
export DESIGN_NICKNAME = ras
export VERILOG_FILES = /design/flow/design.v
export SDC_FILE = /design/flow/constraint.sdc
export NUM_CORES = 4
export LEC_CHECK = 1
export CORE_UTILIZATION = 30
[/design/flow/constraint.sdc]
current_design ras

set clk_period 11.6
set clk_io_pct 0.2

create_clock -name clk0 -period $clk_period [get_ports {clk}]

set non_clock_inputs [all_inputs -no_clocks]
set_input_delay [expr $clk_period * $clk_io_pct] -clock clk0 $non_clock_inputs
set_output_delay [expr $clk_period * $clk_io_pct] -clock clk0 [all_outputs]
==> summary.rpt <==
RUN METRICS
----------------------------------------------------
[Worst setup path]
  R2r startpoint ........................ stack_ptr[0]
  Crit path DRT ........................ 12.40 ns
  Category of the worst setup path launch point ........................ flip-flop
  Critical Path End Type ........................ flip-flop
  Critical path peak fanout ........................ 23
  Number of cells on the worst reg-to-reg path ........................ 15
  Count of buffer and inverter cells on the critical path ........................ 5
  Library cell appearing most often on the critical path ........................ sky130_fd_sc_hd__buf_4
  Worst reg2reg endpoint ........................ result[14]
  Crit path max-delay cell type ........................ sky130_fd_sc_hd__nor3_1
  Reg-to-reg slack, setup ........................ 3.49 ns
  Cell class contributing the biggest share of worst-path delay ........................ simple AND/OR/NAND/NOR gates
  Data arrival time at the worst-slack endpoint ........................ 8.91 ns
  Critical setup path kind ........................ reg -> reg
  CP max stage delay ........................ 1.44 ns
  Cells traversed along the worst timing path ........................ inv_1, ha_1, buf_4, or4b_1, o22a_2, buf_4, nor2_4, buf_4, a22o_1, a221oi_1, nand4_1, nor3_1, buf_4, nand4_1, o211a_1

[Flow run]
  Number of maximum-capacitance constraint violations ........................ 5
  OpenROAD warning count ........................ 33

[Yosys]
  Leading post-synthesis cells by instance count ........................ 4129 x sky130_fd_sc_hd__edfxtp_1, 1063 x sky130_fd_sc_hd__a22oi_1, 383 x sky130_fd_sc_hd__nand2_1, 335 x sky130_fd_sc_hd__nor2_1, 281 x sky130_fd_sc_hd__clkbuf_1
  Main area contributors ........................ sky130_fd_sc_hd__edfxtp_1 81%, sky130_fd_sc_hd__a22oi_1 5.2%, sky130_fd_sc_hd__a221oi_1 1.6%
  Library cell with the highest instance count after synthesis ........................ sky130_fd_sc_hd__edfxtp_1
  Synth top area share ........................ 81.1%
  Sequential-to-total area share from yosys stat ........................ 81.3%
  Area of the synthesized netlist per yosys stat ........................ 153000 um^2
  Count of synthesis-stage warnings from yosys ........................ 2
  Number of enable flip-flop cells ........................ 4129
  Primary FF master, synth ........................ sky130_fd_sc_hd__edfxtp_1
  Count of different cell masters after synthesis ........................ 97
  Cell count after synthesis ........................ 8560
  Flip-flop and latch count after synthesis ........................ 4139
  Yosys cell count ........................ 8560
  Proportion of synthesized flip-flops having asynchronous set or reset ........................ 0.242%
  Cell type with the largest total area after synthesis ........................ sky130_fd_sc_hd__edfxtp_1
  Post-synth design cell area ........................ 153000 um^2
  Mapped Avg Cell Area ........................ 17.9 um^2

[Placement]
  Final RePlAce weighted congestion ........................ 1.13
  Placed standard-cell area ........................ 169000 um^2
  Count of input and output buffers ........................ 71
  Placed wire-length estimate after detailed placement ........................ 599 mm
  Worst Setup Slack post-DPL ........................ 4.29 ns

[Global route]
  Wire length of the first global-routing pass ........................ 1150 mm
  Maximum number of pins on one net before global-route repair ........................ 79
  Number of antenna violations at the first check in global routing ........................ 160
  Global routing usage summed across all routing layers ........................ 38.2%
  Total grt overflow ........................ 0
  Via count of the first global-routing pass ........................ 106356

[Timing]
  Final Hold Violation Tally ........................ 0
  Setup repair after global routing missed its margin ........................ no
  Upper clock frequency limit ........................ 0.123 GHz
  Tightest Pin Transition ........................ 2.12 ns
  Final setup margin ........................ 3.49 ns
  Clock skew ........................ 0.0941 ns
  Headroom to the max-slew limit ........................ -41.2%
  Final-report setup violation count ........................ 0
  Final max-slew violation count ........................ 31
  Setup tns final ........................ 0 ns
  Worst Hold Slack ........................ 0.505 ns
  Crit path time final ........................ 8.11 ns
  Fraction of the cycle the final worst path needs ........................ 69.9%

[CTS]
  Htree depth ........................ 5
  Hold-fix buffers, CTS ........................ 0
  Number of clock buffers inserted by TritonCTS ........................ 423
  Worst-Skew Late Latency ........................ 1.08 ns
  Maximum buffer depth of the clock tree ........................ 4
  Clock tree from TritonCTS ........................ done
  Clk sink count ........................ 4139
  Count of cells resized by post-cts repair ........................ 0
  Clock transition at the registers of the reported paths ........................ 0.06 ns
  Clock Root Buffer ........................ sky130_fd_sc_hd__clkbuf_16
  Post-CTS Repair Setup Buffers ........................ 0

[Drt]
  Routed wire per std cell ........................ 55.1 um
  Antenna viol nets, final ........................ 0
  Initial DRC count ........................ 11885
  DR pass1 iterations ........................ 9
  Detailed-route via count ........................ 106905
  Vias per cell ........................ 6.39
  DRC violation count after routing ........................ 0
  Aggregate routed wire length ........................ 922 mm

[Final layout]
  Share of layout cells above drive strength 1 ........................ 19.4%
  Post-route standard cell area excluding fillers ........................ 183000 um^2
  Fillers ........................ 46036
  Synthesis-to-finish area growth ........................ 19.7%

[Floorplan]
  Number of ports placed on the die boundary ........................ 72
  Die span in x ........................ 716 um
  Row Count ........................ 261
  Initial standard-cell utilization of the core ........................ 30.2%
  Floorplan die height ........................ 716 um
  Placeable Area ........................ 506000 um^2
  Die Area ........................ 512000 um^2

[Hold path]
  Startpoint of the tightest hold check path ........................ stack_ptr[7]
  HP Class ........................ reg -> reg
  Endpoint of the worst hold path ........................ stack_ptr[7]
  Cells on Worst Hold Path ........................ 1

[Status]
  Result of the run ........................ complete, but fails checks
  Violations in the final reports ........................ capacitance limit, slew limit

[Power]
  Pwr/cell area ........................ 242 nW/um^2
  Leakage ........................ 56.5 nW
  Max IR drop VDD ........................ 0.207 mV

----------------------------------------------------
==> how the worst max path moves through the flow <==
stage | startpoint | to | slack [ns] | cells past startpoint
4_1_cts | stack_ptr[0] | result[14] | 4.28 | 15
6_report | stack_ptr[0] | result[14] | 3.49 | 15
5_1_grt | stack_ptr[0] | result[14] | 4.10 | 15
==> power by group <==
group	switching [W]	internal, W
clock network	0.00607	0.00747
registers	0.000264	0.0167
logic	0.0110	0.00284
==> metrics by stage <==
step,std cells,util (%),total power (W)
after detailed placement,15709,33.4,0.0298
after global placement,15695,33.3,0.0298
after global routing,16632,36.1,0.0441
final,16723,36.1,0.0443
after CTS,16481,36.0,0.0430
after floorplan,8560,-,0.0209
==> layout by cell type, fill, tap and decap left out, types with 76 or more instances in the layout <==
cell type and n:
sky130_fd_sc_hd__a22o_1 274, sky130_fd_sc_hd__and3_1 99, sky130_fd_sc_hd__a21oi_1 123, sky130_fd_sc_hd__nand2_1 380, sky130_fd_sc_hd__nand3_1 174, sky130_fd_sc_hd__a221oi_1 275
sky130_fd_sc_hd__a222oi_1 77, sky130_fd_sc_hd__nand4_1 207, sky130_fd_sc_hd__a22oi_1 1063, sky130_fd_sc_hd__edfxtp_1 4129, sky130_fd_sc_hd__clkbuf_16 426, sky130_fd_sc_hd__buf_4 876
sky130_fd_sc_hd__clkbuf_1 76, sky130_fd_sc_hd__clkinv_2 93, sky130_fd_sc_hd__nor2_1 110, sky130_fd_sc_hd__clkinv_1 110, sky130_fd_sc_hd__o21ai_0 93, sky130_fd_sc_hd__nor2_4 217
sky130_fd_sc_hd__diode_2 237
==> worst register-to-register path, cell delays in order (launching register included) <==
cell and delay, ns:
sky130_fd_sc_hd__dfrtp_1 0.85, sky130_fd_sc_hd__inv_1 0.30, sky130_fd_sc_hd__ha_1 0.33, sky130_fd_sc_hd__buf_4 0.24, sky130_fd_sc_hd__or4b_1 0.48, sky130_fd_sc_hd__o22a_2 0.67, sky130_fd_sc_hd__buf_4 0.64, sky130_fd_sc_hd__nor2_4 0.19
sky130_fd_sc_hd__buf_4 0.37, sky130_fd_sc_hd__a22o_1 0.36, sky130_fd_sc_hd__a221oi_1 0.49, sky130_fd_sc_hd__nand4_1 0.86, sky130_fd_sc_hd__nor3_1 1.45, sky130_fd_sc_hd__buf_4 0.34, sky130_fd_sc_hd__nand4_1 0.10, sky130_fd_sc_hd__o211a_1 0.18
==> state kept, by name, indices dropped and copies added, names as in the netlist <==
register and cells:
stack 4096, result 32, stack_ptr 8, empty 1
full 1, valid_out 1
==> logic make-up after synthesis <==
kind of cell,count (synthesis),share of synthesized area [%]
buffers and inverters,524,1.46
adders and majority gates,6,0.0491
xor gates and xnor gates,12,0.0688
muxes,44,0.296
DFF,4139,81.3
and+or+nand+nor,1535,5.09
AOI/OAI and AO/OA,2300,11.7
==> final cells by class <==
cell class | instances | area (um^2) | area share, %
diodes | 237 | 593 | 0.324
well taps | 6706 | 8390 | 4.59
multi-input cells | 3897 | 28700 | 15.7
clock inverters | 270 | 2450 | 1.34
repair buffers | 959 | 7530 | 4.12
clock buffers | 502 | 10900 | 5.99
inverters | 13 | 48.8 | 0.0267
flip-flops and latches | 4139 | 124000 | 67.9
==> layer usage <==
layer	part of all wire, %	global-route usage, %
met4	11	30.2
met3	22	39.0
met1	26	32.2
met5	1.4	22.8
met2	40	48.4
Power figures rest on the tool's default switching activity, not on a simulated workload.
