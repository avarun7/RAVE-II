### /design/flow/design.v
module d1_TOP #(parameter XLEN = 32) (
    input clk, rst,
    input exception_in,
    input [511:0] IBuff_in,
    input [3:0] IBuff_valid_in,    
    input [31:0] pc_in,
    input resteer,
    output [XLEN - 1:0] pc,
    output exception_out,
    output [2:0] opcode_format,  
    output [XLEN - 1:0] instruction_out,
    output instruction_valid,    
    output compressed_inst,
    output resteer_D1,
    output [XLEN - 1:0] resteer_target_D1,
    output resteer_taken,
    output ras_push,
    output ras_pop,
    output [XLEN - 1:0] ras_ret_addr
);
    byte_rotator #(.XLEN(XLEN)) rotator (
        .data_in(IBuff_in),
        .shift(pc_in[5:0]),
        .ibuff_valid(IBuff_valid_in),    
        .data_out(instruction_out),
        .valid_out(instruction_valid)      
    );
endmodule
module byte_rotator #(parameter XLEN = 32) (
    input  wire [511:0] data_in,          
    input  wire [5:0]   shift,            
    input  wire [3:0]   ibuff_valid,      
    output wire [XLEN-1:0] data_out,        
    output wire         valid_out          
);
    wire [511:0] rotated_data;
    assign rotated_data = (data_in >> (shift * 8)) | (data_in << ((64 - shift) * 8));
    assign data_out = rotated_data[XLEN-1:0];
    wire [8:0] start_index;
    assign start_index = 511 - (shift << 3);   
    wire [8:0] end_index;
    assign end_index = (start_index >= 31) ? (start_index - 31) : (start_index + (512 - 31));
    function automatic [1:0] region_of;
        input [8:0] index;
        begin
            if (index >= 384)
                region_of = 2'd0;
            else if (index >= 256)
                region_of = 2'd1;
            else if (index >= 128)
                region_of = 2'd2;
            else
                region_of = 2'd3;
        end
    endfunction
    wire [1:0] region_start;
    wire [1:0] region_end;
    assign region_start = region_of(start_index);
    assign region_end   = region_of(end_index);
    assign valid_out = (start_index >= 31 && (region_start == region_end)) ?
                       ibuff_valid[region_start] : 1'b0;
endmodule
### /design/flow/config.mk
export PLATFORM = sky130hd
export DESIGN_NAME = d1_TOP
export DESIGN_NICKNAME = d1_TOP
export VERILOG_FILES = /design/flow/design.v
export SDC_FILE = /design/flow/constraint.sdc
export NUM_CORES = 4
export LEC_CHECK = 1
export CORE_AREA = 10 10 293 293
export DIE_AREA = 0 0 303 303
### /design/flow/run.sh
#!/bin/bash
# OpenROAD 26Q1-2900-gdf79404cd8, Yosys 0.63+post, stock flow scripts
make -C /OpenROAD-flow-scripts/flow DESIGN_CONFIG=/design/flow/config.mk WORK_HOME=/design/flow/orfs finish
### /design/flow/constraint.sdc
current_design d1_TOP

set clk_period 10.7
set clk_io_pct 0.2

create_clock -name clk0 -period $clk_period

set non_clock_inputs [all_inputs -no_clocks]
set_input_delay [expr $clk_period * $clk_io_pct] -clock clk0 $non_clock_inputs
set_output_delay [expr $clk_period * $clk_io_pct] -clock clk0 [all_outputs]
==> impl_metrics.ini <==
; yosys + openroad results
[worst_setup_path]
crit_type = in -> out
critPathLaunch = pc_in[0]
required_ns = 8.56
cpPeakStageDelay_ns = 0.68
worstSetupStartpointType = primary input
cp_top_family = buffers and inverters
path_max_fanout = 54
cp.buffers_inverters = 4
crit_arrival_ns = 6.27
cp_slowest_cell = buf_4
endpoint_kind = output pin
path_cells = buf_8 -> buf_4 -> buf_4 -> mux4_2 -> a221oi_1 -> a21oi_1 -> a21oi_1 -> o2bb2ai_1 -> clkdlybuf4s50_1

[final_timing]
finalCritPeriodShare_pct = 78.6
setup_tns_ns = 0
slew_headroom_pct = 40.1
setup_viol = 0
rsz0062_at_grt = false
hold_viol_final = 0
post-route-min-period_ns = 8.41
fmax_mhz = 119
worst_slew_pin_slew_ns = 0.897
final-max-slew-violation-count = 0

[synth]
ys_types = 55
netlist.area_leader.share_pct = 59.5
ys_seq_share_pct = 0
syn_inst = 1284
ys_sh_mux_pct = 71.2
yosys_warnings = 106
yosys-stat-cells = 1284
ys_area_um2 = 14900
synth.area.top_cells = mux4_2 (59%), mux2i_1 (9.5%), buf_4 (6.3%), nand2_1 (3.1%), mux2_2 (2.3%)
ys_sh_xor_pct = 0.0587
topCombFamilyByArea = multiplexers
most_common_cell = mux4_2
ys_sh_aoi_pct = 9.65
avgSynthCellArea_um2 = 11.6
ys_sh_adder_pct = 0.168
common_cells = mux4_2 (394), mux2i_1 (141), buf_4 (126)
simple_gate_share_pct = 7.62
syn_area_um2 = 14900
synth_area_leader_cell = mux4_2

[route]
wl_per_cell_um = 33.3
routed_wirelength_um = 93400
dr.first_iter.drc_count = 1079
vias = 15200
antenna_violating_nets_post_route = 0
viasPerCell = 5.42
first_pass_iters = 5
drc = 0

[clock_tree]
cts-resized-gates = 0
cts_hold_buf = 0
cts_setup_buffers = 0

[floorplan]
chipArea_um2 = 91800
io_pins = 690
fp.dieW_um = 303
floorplan.core_util_pct = 18.9
die_h_um = 303
core_um2 = 79100
placementRows = 103

[hold_path]
hp-start = pc_in[3]
hold_class = in -> out

[pwr]
leakagePower_uw = 0.00716
powerDensity_nw_per_um2 = 47.8
total_power_uw = 1010
irDropWorstVdd_mv = 0.0229

[layout]
drive_gt1_share_pct = 28.9
flop_area_um2 = 0
clkbuf_count = 0
flop-count = 0
syn_to_final_growth_pct = 41.3

[status]
outcome = complete, no violations

[place]
gp_congestion = 0.918
port_buffers = 555
dpl.hpwl_um = 77400

[run]
drv_cap = 0
warning_count = 69

[global_routing]
grt.total_usage_pct = 20.1
grt_antenna_before_repair = 35
overflow = 0
grt_pass1_vias = 16600
grt_max_degree = 118
grt_pass1_wl_um = 128000
==> routing by layer <==
metal | share of wire, % | vias to the layer above | track usage, %
li1 | - | 6275 | -
met3 | 11 | 94 | 8.95
met5 | 0.19 | - | 0.264
met1 | 38 | 7775 | 24.9
met4 | 1.6 | 28 | 3.04
met2 | 49 | 1026 | 33.0
==> kinds of logic after synthesis <==
logic type / count (synthesis)
muxes: 565
buffers and inverters: 270
and+or+nand+nor: 249
xor gates and xnor gates: 1
AOI/OAI and AO/OA: 196
adders and majority gates: 2
other: 1
==> path summary, 6_finish.rpt <==
| check | cells after the start | to | slack [ns] |
|---|---|---|---|
| hold / removal | 5 | instruction_out[1] | 5.23 |
| setup / recovery | 9 | instruction_out[29] | 2.29 |
==> stage by stage <==
stage                     instances  setup slack (ns)  util (%)  hold WS [ns]  instance area (µm²)
after floorplan                1388              3.91         -          4.37                15300
after CTS                      2786              2.33      26.6          5.21                21000
after detailed placement       2786              2.34      26.6          5.22                21000
after global routing           2796              2.04      26.6          5.26                21100
after global placement         2786              2.38      26.6          5.22                21000
final                          2803              2.29      26.6          5.23                21100
==> final cells by class <==
type                       count  area (µm²)
antenna                       17        42.5
timing repair buffer         610        6020
tap                         1050        1310
fill                        8189       58000
inverter                       8        32.5
multi-input combinational   1118       13700
==> layout by cell type, fill, tap and decap left out, drive strengths merged, types with 4 or more instances in the layout <==
cell type      Yosys  routed
clkdlybuf4s50      0     549
mux4             394     394
mux2i            141     141
nand2            125     125
conb               1     105
buf              223      61
nand3             48      48
mux2              30      30
a21oi             27      27
nor2              23      23
a22oi             21      21
o22ai             21      21
nor2b             18      18
diode              0      17
a221oi            16      16
a31oi             14      14
o21ai             14      14
nand4             14      14
a211oi            13      13
a32oi             11      11
and2               8       8
o2bb2ai            8       8
inv                7       7
a311o              5       5
a22o               5       5
o32ai              5       5
o22a               4       4
nand2b             4       4
a32o               4       4
o211ai             4       4
==> where the power goes <==
group	switching, µW	internal [µW]	leakage [µW]
registers	0	0	0
clock network	0	0.000207	0.000000106
logic	454	554	0.00716
Power is estimated from default activity; no workload was simulated.
