`flow/constraint.sdc`:
```
current_design data_next_state

set clk_period 44.9
set clk_io_pct 0.2

create_clock -name clk0 -period $clk_period

set non_clock_inputs [all_inputs -no_clocks]
set_input_delay [expr $clk_period * $clk_io_pct] -clock clk0 $non_clock_inputs
set_output_delay [expr $clk_period * $clk_io_pct] -clock clk0 [all_outputs]
```
`flow/design.v`:
```
module tag_next_state #(parameter TAG_SIZE = 20) (
    input [TAG_SIZE*4-1:0] tag_cur_state,
    input [TAG_SIZE-1:0] tag_in,
    input is_alloc,
    input [3:0] selected_way, 
    output reg[TAG_SIZE*4-1:0] tag_next_state
);
    always @(*) begin
        if(is_alloc) begin
            case(selected_way)
            1:tag_next_state <= {tag_cur_state[TAG_SIZE*4-1:TAG_SIZE*3], tag_cur_state[TAG_SIZE*3-1:TAG_SIZE*2], tag_cur_state[TAG_SIZE*2-1:TAG_SIZE*1], tag_in};
            2:tag_next_state <= {tag_cur_state[TAG_SIZE*4-1:TAG_SIZE*3], tag_cur_state[TAG_SIZE*3-1:TAG_SIZE*2], tag_in, tag_cur_state[TAG_SIZE*1-1:TAG_SIZE*0]};
            4:tag_next_state <= {tag_cur_state[TAG_SIZE*4-1:TAG_SIZE*3], tag_in, tag_cur_state[TAG_SIZE*2-1:TAG_SIZE*1], tag_cur_state[TAG_SIZE*1-1:TAG_SIZE*0]};
            8:tag_next_state <= {tag_in, tag_cur_state[TAG_SIZE*3-1:TAG_SIZE*2], tag_cur_state[TAG_SIZE*2-1:TAG_SIZE*1], tag_cur_state[TAG_SIZE*1-1:TAG_SIZE*0]};
            default tag_next_state <= tag_cur_state;
            endcase
        end
        else tag_next_state <= tag_cur_state;
    end
endmodule
module data_next_state #(parameter CL_SIZE = 128) (
    input [CL_SIZE*4-1:0] data_cur_state,
    input [CL_SIZE-1:0] data_in,
    input [2:0] operation,
    input [3:0] selected_way, 
    input [31:0] addr_in,
    input [1:0] size,
    output reg [CL_SIZE*4-1:0] data_next_state,
    output reg data_wb,
    output wire [CL_SIZE -1 :0] data_evic,
    output wire [31:0] rewind_data
);
localparam  NO_OP= 0;
localparam LD = 1;
localparam ST = 2;
localparam RD = 3;
localparam  WR= 4;
localparam  INV = 5;
localparam  UPD= 6;
localparam WR_LD = 7;
localparam I = 1;  
localparam  PL= 11;  
localparam  PS= 9;  
localparam  PM= 10;  
localparam  M= 4;  
localparam  S= 2;  
localparam PLS = 15;  
    reg [CL_SIZE-1:0] data_to_mod, mod_data;
    wire [CL_SIZE-1:0] data_st;
    assign data_evic = data_to_mod;
    always @(*) begin 
        case(selected_way)
            1: data_to_mod <= data_cur_state[CL_SIZE-1:0];
            2: data_to_mod <= data_cur_state[CL_SIZE*2-1:CL_SIZE];
            4: data_to_mod <= data_cur_state[CL_SIZE*3-1:CL_SIZE*2];
            8: data_to_mod <= data_cur_state[CL_SIZE*4-1:CL_SIZE*3];
            default : data_to_mod <= data_cur_state[CL_SIZE-1:0];
        endcase
    end
    always @(*) begin 
        case(selected_way)
            1: data_next_state <= {data_cur_state[CL_SIZE-1:0], mod_data};
            2: data_next_state <= {data_cur_state[CL_SIZE*4-1:CL_SIZE*2],mod_data, data_cur_state[CL_SIZE-1:0]};
            4: data_next_state <= {data_cur_state[CL_SIZE*4-1:CL_SIZE*3],mod_data, data_cur_state[CL_SIZE*2-1:0]};
            8: data_next_state <= {mod_data, data_cur_state[CL_SIZE*3-1:0]};
            default : data_next_state <= data_cur_state;
        endcase
    end
    replace_32_bit r32b(.data_in(data_in[31:0]), .shift({2'b00,addr_in[3:0]}), .data_512_in(data_to_mod),.size(size), .data_512_out(data_st), .data_replaced(rewind_data));
    always @(*) begin
        case(operation)
        ST: begin
            data_wb <= 1;
            mod_data <= data_st;
        end
        WR: begin
            data_wb <= 1;
            mod_data <= data_in;
        end
        default: begin 
            data_wb <= 0;
            mod_data <= data_to_mod;
        end
        endcase
    end
endmodule
module replace_32_bit (
    input [31:0] data_in,        
    input [5:0] shift,           
    input [127:0] data_512_in,   
    input [1:0] size,
    output reg [127:0] data_512_out,
    output reg [31:0] data_replaced
);
    integer i;
    always @(*) begin
        data_512_out = data_512_in; 
        for (i = 0; i < 16; i = i + 1) begin
            case(size)
            0:    if (i == shift) begin
                    data_replaced = data_512_out[(i * 8) +: 32];
                    data_512_out[(i * 8) +: 8] = data_in; 
                end
            1: if (i == shift) begin
                data_replaced = data_512_out[(i * 8) +: 32];
                data_512_out[(i * 8) +: 16] = data_in; 
            end
            3: if (i == shift) begin
                data_replaced = data_512_out[(i * 8) +: 32];
                data_512_out[(i * 8) +: 32] = data_in; 
            end
            endcase 
        end
    end
endmodule
```
`flow/config.mk`:
```
export PLATFORM = sky130hd
export DESIGN_NAME = data_next_state
export DESIGN_NICKNAME = data_next_state
export VERILOG_FILES = /design/flow/design.v
export SDC_FILE = /design/flow/constraint.sdc
export NUM_CORES = 4
export LEC_CHECK = 1
export CORE_AREA = 10 10 518 518
export DIE_AREA = 0 0 528 528
export SYNTH_HDL_FRONTEND = slang
```
`flow/run.sh`:
```
#!/bin/bash
# OpenROAD 26Q1-2900-gdf79404cd8, Yosys 0.63+post, stock flow scripts
make -C /OpenROAD-flow-scripts/flow DESIGN_CONFIG=/design/flow/config.mk WORK_HOME=/design/flow/orfs finish
```
==> results_dict.tcl <==
# place-and-route summary
set metrics [dict create \
    cp-endpoint "data_next_state[501]" \
    clock.fmax_mhz 41.8 \
    relSlewSlack 0.159 \
    drive_gt1_frac 0.104 \
    edf_count 0 \
    ys_warn_count 0 \
    setup_viol_count_final 0 \
    cp.arrival_ps 14970 \
    finalPower_uw 709 \
    worstPathMaxFanout 33 \
    area_growth_pct 90.9 \
    syn_inst 3728 \
    antenna_found_initial 191 \
    dp_cells 8393 \
    dp_hpwl_um 389000 \
    tns_ps 0 \
    dieArea_mm2 0.279 \
    routed_wl_um 460000 \
    slew_viol_final 0 \
    fill_cells 30000 \
    worst_setup_path_start_kind "primary input" \
    grt.overflow.total 0 \
    unclocked_pins 32 \
    avgSynthCellArea_um2 5.65 \
    worstHoldStart "data_cur_state[443]" \
    powerDensity_mw_per_mm2 17.6 \
    status "finished, final reports clean" \
    met2_usage 0.428 \
    maxCapViolCount 0 \
    cts_setup_buffers 0 \
    hold_viol 0 \
    worst_slack_ps 20950 \
    yosysChipArea_mm2 0.0211 \
    boundaryPins 1354 \
    dp_slack_ps 21400 \
    largest_reg_flops 32 \
    rsz0062_at_grt "no" \
    drc 0 \
    grt_pass1_vias 40100 \
    track_usage 0.316 \
    p_leak_uw 0.0148 \
    crit_path_start "selected_way[0]" \
    top_usage_layer "met2" \
    cts_resized 0 \
    grt_max_degree 89 \
    ys.flop_type "dlxtp_1" \
    warning_count 61 \
    lay_top_count "clkdlybuf4s50_1" \
    die_h_um 528 \
    hp-class "in2out" \
    fp_util 0.0819 \
    dieWidth_um 528 \
    postSynth.asyncResetShare 0 \
    period_needed_ps 23950 \
    drtPass1Iterations 9 \
    viasPerCell 5.25 \
    untimed_endpoints 64 \
    cp-end-kind "primary output" \
    first_iter_violations 7459 \
    grt_pass1_wl_um 556000 \
    num_vias 44600 \
    tightest_slew_ps 1260 \
    wl_per_cell_um 54.2 \
    netlist_area_mm2 0.0211 \
    worstSetupPathType "in2out" \
    yosysUniqueCellTypes 84 \
    ys.flops 32 \
    grtUsageMet1 0.404 \
    core_mm2 0.257 \
    portBuffers 1326 \
    grt_use_met3 0.183 \
    worst_ep_required_time_ps 35920 \
    hold_buffers 0 \
    finalClockPeriodUsage 0.533 \
    antenna_left 0 \
    finalNonFillerCells 8490 \
    ir_drop_mv 0.00401 \
    ys_cells 3728 \
    lay_top_cells "1,303 x clkdlybuf4s50_1, 680 x o21ai_0, 608 x nand2_1, 392 x buf_4, 265 x nor2_1" \
    place_congestion 1.09 \
    core.rowCount 186 \
]
-- logic make-up (layout without fill, tap and decap cells) --
logic type	Yosys count	after routing	synth area share
buffers and inverters	584	1865	0.108
latches	32	32	0.0228
other	0	97	0
and+or+nand+nor	1059	1059	0.212
AOI/OAI and AO/OA	2019	2019	0.641
xor gates and xnor gates	2	2	0.000832
muxes	32	32	0.0162
-- how the worst min path moves through the flow --
stage	end	cells after the start
global route	data_next_state[291]	4
CTS	data_next_state[291]	4
finish	data_next_state[443]	4
-- stage by stage --
step | utilization | hold slack, ps | instance area, um^2
floorplan | - | 18010 | 21100
global placement | 0.156 | 18940 | 40000
detailed placement | 0.156 | 18940 | 40000
CTS | 0.156 | 18950 | 40000
global route | 0.156 | 18980 | 40100
finish | 0.156 | 18950 | 40200
-- power breakdown --
part	internal, uW	switching (uW)
registers	6.23	1.41
clock network	0.000191	0
logic	238	464
-- layer usage --
| metal | part of all wire | up-vias | wire [um] |
|---|---|---|---|
| li1 | - | 17000 | - |
| met1 | 0.40 | 22600 | 183000 |
| met2 | 0.39 | 4010 | 178000 |
| met3 | 0.16 | 870 | 72300 |
| met4 | 0.056 | 122 | 26000 |
| met5 | 0.0016 | - | 756 |
-- layout make-up --
class	count	area, um^2	area share
flip-flops and latches	32	480	0.0120
inverters	145	544	0.0135
multi-input cells	3112	18500	0.461
diodes	97	243	0.00604
well taps	3384	4230	0.105
repair buffers	1720	16200	0.402
-- synthesized netlist by cell type, types with 24 or more instances --
cell type,n,area [um^2]
o21ai_0,684,3420
nand2_1,610,2290
clkbuf_1,381,1430
nor2_1,272,1020
a21oi_1,264,1320
a22oi_1,192,1440
inv_1,139,522
a22o_1,127,1110
a222oi_1,108,1080
a211oi_1,98,736
o22ai_1,83,519
a221oi_1,76,666
o21ai_1,72,360
o211ai_1,50,375
o221ai_1,47,412
nand3_1,38,190
buf_2,32,160
dlxtp_1,32,480
nor3_1,31,155
a31oi_1,24,150
mux2i_1,24,240
-- critical path: stages --
cell and delay [ps]:
clkdlybuf4s50_1 470, buf_4 360, inv_1 220, o311ai_4 100, buf_4 410, buf_4 570
a222oi_1 310, buf_4 260, o21ai_1 270, a21oi_1 180, o21ai_0 830, a221oi_1 390
o21ai_0 830, clkdlybuf4s50_1 640
Power figures rest on the tool's default switching activity, not on a simulated workload.
