===== ./run.sh =====
#!/bin/bash
# OpenROAD 26Q1-2900-gdf79404cd8, Yosys 0.63+post, stock flow scripts
make -C /OpenROAD-flow-scripts/flow DESIGN_CONFIG=/design/flow/config.mk WORK_HOME=/design/flow/orfs finish

===== ./config.mk =====
export PLATFORM = sky130hd
export DESIGN_NAME = predictor_btb_wrapper
export DESIGN_NICKNAME = predictor_btb_wrapper
export VERILOG_FILES = /design/flow/design.v
export SDC_FILE = /design/flow/constraint.sdc
export NUM_CORES = 4
export LEC_CHECK = 1
export CORE_UTILIZATION = 40
export SYNTH_MEMORY_MAX_BITS = 65536

===== ./constraint.sdc =====
current_design predictor_btb_wrapper

set clk_period 67.9
set clk_io_pct 0.2

create_clock -name clk0 -period $clk_period [get_ports {clk}]

set non_clock_inputs [all_inputs -no_clocks]
set_input_delay [expr $clk_period * $clk_io_pct] -clock clk0 $non_clock_inputs
set_output_delay [expr $clk_period * $clk_io_pct] -clock clk0 [all_outputs]

===== ./design.v =====
module saturating_counter (
    input         clk,       
    input         reset,     
    input         enable,    
    input         taken,     
    output reg [1:0] counter  
);
  always @(posedge clk) begin
    if (reset)
      counter <= 2'b10;   
    else if (enable) begin
      if (taken) begin
        if (counter < 2'b11)
          counter <= counter + 1;
      end
      else begin
        if (counter > 2'b00)
          counter <= counter - 1;
      end
    end
  end
endmodule
module gshare_predictor (
    input         clk,            
    input         reset,          
    input  [31:0] branch_addr,    
    input         branch_outcome, 
    output        predict_taken   
);
  reg [7:0] GHR;
  wire [7:0] index;
  assign index = branch_addr[7:0] ^ GHR;
  wire [1:0] pht [0:255];
  genvar i;
  generate
    for (i = 0; i < 256; i = i + 1) begin : pht_entries
      saturating_counter sc (
          .clk(clk),
          .reset(reset),
          .enable((index == i) ? 1'b1 : 1'b0),
          .taken(branch_outcome),
          .counter(pht[i])
      );
    end
  endgenerate
  assign predict_taken = pht[index][1];
  always @(posedge clk) begin
    if (reset)
      GHR <= 8'b0;
    else
      GHR <= {GHR[6:0], branch_outcome};
  end
endmodule
module branch_target_buffer (
    input         clk,
    input         reset,
    input  [31:0] branch_addr,
    output reg    predict_taken,     
    output reg [31:0] target_addr,   
    input         update,            
    input  [31:0] update_addr,       
    input  [31:0] actual_target,     
    input         branch_taken       
);
  localparam BTB_ENTRIES = 256;
  reg        valid   [0:BTB_ENTRIES-1];
  reg [23:0] tag_array [0:BTB_ENTRIES-1];  
  reg [31:0] target_array [0:BTB_ENTRIES-1];
  wire [7:0] lookup_index = branch_addr[7:0];
  wire [23:0] lookup_tag  = branch_addr[31:8];
  always @(posedge clk) begin
    if (reset) begin
      predict_taken <= 1'b0;
      target_addr   <= 32'b0;
    end else begin
      if (valid[lookup_index] && (tag_array[lookup_index] == lookup_tag)) begin
         predict_taken <= 1'b1;
         target_addr   <= target_array[lookup_index];
      end else begin
         predict_taken <= 1'b0;
         target_addr   <= 32'b0;   
      end
    end
  end
  integer i;
  always @(posedge clk) begin
    if (reset) begin
      for (i = 0; i < BTB_ENTRIES; i = i + 1) begin
         valid[i]       <= 1'b0;
         tag_array[i]   <= 24'b0;
         target_array[i] <= 32'b0;
      end
    end else if (update) begin
      if (branch_taken) begin
         valid[update_addr[7:0]]       <= 1'b1;
         tag_array[update_addr[7:0]]     <= update_addr[31:8];
         target_array[update_addr[7:0]]  <= actual_target;
      end else begin
         valid[update_addr[7:0]] <= 1'b0;
      end
    end
  end
endmodule
module predictor_btb_wrapper (
    input         clk,
    input         reset,
    input  [31:0] branch_addr,       
    input         branch_outcome,    
    input         update,           
    input  [31:0] update_addr,      
    input  [31:0] actual_target,    
    input         branch_taken,      
    output        final_predict_taken,   
    output [31:0] final_target_addr      
);
  wire gp_taken;
  gshare_predictor gp (
      .clk(clk),
      .reset(reset),
      .branch_addr(branch_addr),
      .branch_outcome(branch_outcome),
      .predict_taken(gp_taken)
  );
  wire btb_taken;
  wire [31:0] btb_target;
  branch_target_buffer btb (
      .clk(clk),
      .reset(reset),
      .branch_addr(branch_addr),
      .predict_taken(btb_taken),
      .target_addr(btb_target),
      .update(update),
      .update_addr(update_addr),
      .actual_target(actual_target),
      .branch_taken(branch_taken)
  );
  assign final_predict_taken = gp_taken && btb_taken;
  assign final_target_addr = final_predict_taken ? btb_target : (branch_addr + 32'd4);
endmodule

==> metrics.json <==
{
  "vias_in_the_first_global_route": {"value": 428889},
  "area.growth.synth_to_final": {"value": 12.3, "unit": "%"},
  "fmax": {"value": 29.4, "unit": "MHz"},
  "post_synth_num_cell_types": {"value": 89},
  "total_routing_usage_reported_by_global_routing": {"value": 0.335},
  "yosysChipArea": {"value": 696000, "unit": "um2"},
  "yosys_warnings": {"value": 3},
  "criticalPathCategory": {"value": "in2out"},
  "dp.final_hpwl": {"value": 1680000, "unit": "um"},
  "cts_setup_buffers": {"value": 0},
  "synth_area_per_cell": {"value": 15.2, "unit": "um2"},
  "min-delay-start": {"value": "gp.pht_entries[2].sc.counter[1]"},
  "r2r_start": {"value": "btb.tag_array[203][7]"},
  "p_seq_frac": {"value": 0.504},
  "combinationalPowerShare": {"value": 0.096},
  "viasPerCell": {"value": 5.76},
  "cts.reportedPaths.clkPinSlew": {"value": 60, "unit": "ps"},
  "placement_rows": {"value": 484},
  "tns": {"value": 0, "unit": "ps"},
  "worstSetupEndpointType": {"value": "primary output"},
  "peakVddDrop": {"value": 0.0251, "unit": "mV"},
  "total_switching_power": {"value": 5.31, "unit": "mW"},
  "critical-path-slowest-cell": {"value": "nand4_1"},
  "clock_tree.root_cell": {"value": "clkbuf_16"},
  "ys_seq_frac": {"value": 0.646},
  "ys_dominant_reg_cell": {"value": "edfxtp_1"},
  "critical_path.startpoint": {"value": "branch_addr[3]"},
  "timing.critical_path.arrival": {"value": 20460, "unit": "ps"},
  "cp_slowest_stage_delay": {"value": 890, "unit": "ps"},
  "status": {"value": "finished with violations"},
  "portBuffers": {"value": 133},
  "tritoncts_clock_tree": {"value": "yes"},
  "core": {"value": 1740000, "unit": "um2"},
  "power-per-cell-area": {"value": 27.5, "unit": "nW/um2"},
  "unrepaired_setup_endpoints_after_global_routing": {"value": "false"},
  "clock_skew": {"value": 186, "unit": "ps"},
  "htreeDepth": {"value": 7},
  "die_h": {"value": 1320, "unit": "um"},
  "timing.max_slew.rel_slack": {"value": -0.0467},
  "totalWireLength": {"value": 2700000, "unit": "um"},
  "chip_area": {"value": 1750000, "unit": "um2"},
  "floorplan.die.width": {"value": 1320, "unit": "um"},
  "static-leakage-power": {"value": 267, "unit": "nW"},
  "cts_hold_repair.buffers": {"value": 0},
  "first_pass_iters": {"value": 9},
  "setup_viol": {"value": 0},
  "cpMostUsedCell": {"value": "buf_4"},
  "power.internal": {"value": 16.2, "unit": "mW"},
  "failed_checks": {"value": "antenna violations, max-capacitance violations, max-slew violations"},
  "count_of_library_flops_with_an_enable_pin": {"value": 14592},
  "max_slew.worst_pin.slew": {"value": 1560, "unit": "ps"},
  "globalplace.congestion": {"value": 0.981},
  "min_period": {"value": 34040, "unit": "ps"},
  "initialDrtViolationCount": {"value": 29772},
  "overall_via_count_from_detail_route": {"value": 409402},
  "grt_first_pass_wirelength": {"value": 3630000, "unit": "um"},
  "synth_flop_count": {"value": 15145},
  "min-delay-path-class": {"value": "reg2reg"},
  "worst-path-max-fanout": {"value": 32},
  "synth_async_sr_flop_share": {"value": 0},
  "synthCells": {"value": 45733},
  "crit_path_cell_trace": {"value": "buf_8 -> buf_4 -> xor2_4 -> buf_4 -> nand4_1 -> nor2_1 -> a2111oi_0 -> buf_4 -> nand4_1 -> nor4_2 -> nand3_1 -> nor4_4 -> and2_1 -> o21a_2 -> buf_4 -> mux2_2 -> clkdlybuf4s50_1"},
  "proportion_of_total_power_due_to_net_switching": {"value": 0.247},
  "timing_max_transition_violations_final": {"value": 8},
  "maxCapViolCount": {"value": 2},
  "wl_per_cell": {"value": 38.0, "unit": "um"},
  "maximum_number_of_pins_on_one_net_before_global_route_repair": {"value": 131},
  "final_hold_fails": {"value": 0},
  "drive_gt1_frac": {"value": 0.194},
  "io_pins": {"value": 134},
  "post-route-util": {"value": 0.450},
  "timing.critical_path.from_type": {"value": "primary input"},
  "clk-insertion-delay-late": {"value": 1440, "unit": "ps"},
  "tool_warnings": {"value": 56},
  "final_min_period_over_clock_period": {"value": 0.501},
  "cts_max_path_buffers": {"value": 6},
  "yosys-stat-cells": {"value": 45733},
  "cts.sinks": {"value": 15145},
  "syn_area": {"value": 696000, "unit": "um2"},
  "clock_power_share": {"value": 0.401},
  "post_cts_resize_count": {"value": 0},
  "global_route.overflow_total": {"value": 0},
  "floorplan.core_util": {"value": 0.401},
  "worst_path_required_time": {"value": 54320, "unit": "ps"},
  "cts_buffers": {"value": 1668},
  "antenna_violating_nets_post_route": {"value": 2},
  "remaining_drc_errors": {"value": 0},
  "antenna_found_initial": {"value": 478}
}
==> worst max-delay path: cells and delay by family <==
kind                   cells  cell delay (ps)
AND-OR/OR-AND              2             1240
XOR/XNOR                   1              100
buffers and inverters      6             2170
multiplexers               1              530
AND/OR/NAND/NOR            7             2680
==> power by group through the flow <==
stage,registers (mW),logic [mW],clock network (mW)
after CTS,10.8,1.97,8.67
after global routing,10.9,2.09,8.99
final,10.8,2.06,8.61
==> routing by layer <==
metal / share of wire / GRT usage
met1: 0.27 / 0.322
met2: 0.43 / 0.443
met3: 0.21 / 0.311
met4: 0.081 / 0.213
met5: 0.0077 / 0.106
==> final timing paths <==
kind / end / cells after the start / slack (ps)
worst max-delay path: final_target_addr[1] / 17 / 33860
worst min-delay path: gp.pht_entries[2].sc.counter[0] / 2 / 500
worst max register to register: btb.target_addr[10] / 13 / 62340
worst min register to register: gp.pht_entries[2].sc.counter[0] / 2 / 500
==> logic make-up (layout without fill, tap and decap cells) <==
family,Yosys count,after routing,share of synthesized area
buf+inv,4939,5217,0.0308
flops,15145,15145,0.646
simple gates,16953,16953,0.147
mux,5147,5147,0.143
xor+xnor,72,72,0.000960
compound gates,3476,3476,0.0327
fa+ha+maj,1,1,0.0000180
other cells,0,2031,0
==> cell type report <==
cell class                      instances  area (um2)
Inverter                                8        65.1
Multi-Input combinational cell      25649      229000
Clock inverter                        774        6140
Sequential cell                     15145      449000
Clock buffer                         2141       44200
Tap cell                            23085       28900
Fill cell                          145092      954000
Antenna cell                         2031        5080
Timing Repair Buffer                 2294       18400
==> state kept, by name (all words and copies together), names as in the netlist <==
register / count
btb.target_addr: 32
gp.GHR: 8
gp.pht_entries.sc.counter: 512
btb.valid: 256
btb.predict_taken: 1
btb.tag_array: 6144
btb.target_array: 8192
==> cell usage after synthesis, types with 90 or more instances <==
| cell | instances | area share |
|---|---|---|
| edfxtp_1 | 14592 | 0.63 |
| and2_1 | 14294 | 0.13 |
| clkbuf_1 | 3846 | 0.021 |
| mux4_2 | 3796 | 0.12 |
| mux2i_1 | 1272 | 0.018 |
| a21oi_1 | 1112 | 0.0080 |
| nor2_1 | 777 | 0.0042 |
| nand2_1 | 695 | 0.0037 |
| buf_2 | 553 | 0.0040 |
| dfxtp_1 | 553 | 0.016 |
| a22oi_1 | 551 | 0.0059 |
| a31oi_1 | 439 | 0.0039 |
| o21bai_1 | 327 | 0.0035 |
| or2_2 | 258 | 0.0023 |
| or3_1 | 232 | 0.0021 |
| o31ai_1 | 213 | 0.0023 |
| buf_1 | 188 | 0.0010 |
| a21o_1 | 183 | 0.0020 |
| buf_4 | 159 | 0.0017 |
| nand3_1 | 144 | 0.0010 |
| o21ai_0 | 144 | 0.0010 |
| buf_6 | 143 | 0.0023 |
| nand4_1 | 122 | 0.0011 |
| nor3_1 | 103 | 0.00074 |
| o22ai_1 | 95 | 0.00085 |
| and3_1 | 90 | 0.00081 |
==> metrics by stage <==
step / setup slack [ps] / total power, mW / hold WS (ps) / std cells / area (um2)
6_report: 33860 / 21.5 / 501 / 71127 / 781000
5_1_grt: 33750 / 21.9 / 501 / 70597 / 780000
2_1_floorplan: 37850 / 11.9 / 453 / 45733 / 696000
4_1_cts: 33880 / 21.5 / 479 / 69096 / 776000
3_5_place_dp: 33910 / 13.0 / 486 / 66181 / 726000
3_3_place_gp: 33760 / 13.0 / 496 / 66180 / 726000
==> cells in the final DEF (no fill, tap or decap), drive strengths merged, types with 553 or more instances in the layout <==
cell type / instances
buf: 2228
mux4: 3821
and2: 14295
diode: 2031
clkinv: 634
dfxtp: 553
mux2i: 1272
nor2: 778
a21oi: 1112
clkbuf: 2142
nand2: 695
edfxtp: 14592
Power is estimated from default activity; no workload was simulated.
